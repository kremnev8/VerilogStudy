==> flow/design.v <==
module testBitmap(animState, direction, yin, xin, out);
  input animState;
  input [1:0] direction;  
  input [3:0] yin;
  input [3:0] xin;
  output out;
  reg [15:0] pacman[0:128];
  wire [7:0] caseexpr = {1'b0, direction, animState, yin};
  assign out = pacman[caseexpr][~xin];
  initial begin
    pacman['h00] = 9'b111000011;
    pacman['h01] = 9'b111000011;
    pacman['h02] = 9'b111100011;
    pacman['h03] = 9'b111100011;
    pacman['h04] = 9'b110110011;
    pacman['h05] = 9'b110110011;
    pacman['h06] = 9'b110011011;
    pacman['h07] = 9'b110011011;
    pacman['h08] = 9'b110001111;
    pacman['h09] = 9'b110001111;
    pacman['h0A] = 9'b110000111;
    pacman['h0B] = 9'b110000111;
    pacman['h10] = 9'b110000011;
    pacman['h11] = 9'b110000011;
    pacman['h12] = 9'b110000011;
    pacman['h13] = 9'b110000011;
    pacman['h14] = 9'b110000011;
    pacman['h15] = 9'b110000011;
    pacman['h16] = 9'b110000011;
    pacman['h17] = 9'b110000011;
    pacman['h18] = 9'b110000011;
    pacman['h19] = 9'b110000011;
    pacman['h1A] = 9'b111111111;
    pacman['h1B] = 9'b011111110;
    pacman['h20] = 9'b110000011;
    pacman['h21] = 9'b111000111;
    pacman['h22] = 9'b111101111;
    pacman['h23] = 9'b110111011;
    pacman['h24] = 9'b110010011;
    pacman['h25] = 9'b110000011;
    pacman['h26] = 9'b110000011;
    pacman['h27] = 9'b110000011;
    pacman['h28] = 9'b110000011;
    pacman['h29] = 9'b110000011;
    pacman['h2A] = 9'b110000011;
    pacman['h2B] = 9'b110000011;
    pacman['h30] = 9'b111111111;
    pacman['h31] = 9'b111111111;
    pacman['h32] = 9'b000111000;
    pacman['h33] = 9'b000111000;
    pacman['h34] = 9'b000111000;
    pacman['h35] = 9'b000111000;
    pacman['h36] = 9'b000111000;
    pacman['h37] = 9'b000111000;
    pacman['h38] = 9'b000111000;
    pacman['h39] = 9'b000111000;
    pacman['h3A] = 9'b111111111;
    pacman['h3B] = 9'b111111111;
    pacman['h40] = 9'b111111111;
    pacman['h41] = 9'b111111111;
    pacman['h42] = 9'b000000011;
    pacman['h43] = 9'b000000111;
    pacman['h44] = 9'b000001110;
    pacman['h45] = 9'b000011100;
    pacman['h46] = 9'b000111000;
    pacman['h47] = 9'b001110000;
    pacman['h48] = 9'b011100000;
    pacman['h49] = 9'b111000000;
    pacman['h4A] = 9'b111111111;
    pacman['h4B] = 9'b111111111;
    pacman['h50] = 9'b111111100;
    pacman['h51] = 9'b111111111;
    pacman['h52] = 9'b110000011;
    pacman['h53] = 9'b110000011;
    pacman['h54] = 9'b110000011;
    pacman['h55] = 9'b110000011;
    pacman['h56] = 9'b111111111;
    pacman['h57] = 9'b111111111;
    pacman['h58] = 9'b110000011;
    pacman['h59] = 9'b110000011;
    pacman['h5A] = 9'b110000011;
    pacman['h5B] = 9'b110000011;
   end
endmodule
==> flow/run.sh <==
#!/bin/bash
# OpenROAD 26Q1-2900-gdf79404cd8, Yosys 0.63+post, stock flow scripts
make -C /OpenROAD-flow-scripts/flow DESIGN_CONFIG=/design/flow/config.mk WORK_HOME=/design/flow/orfs finish
==> flow/config.mk <==
export PLATFORM = sky130hd
export DESIGN_NAME = testBitmap
export DESIGN_NICKNAME = testBitmap
export VERILOG_FILES = /design/flow/design.v
export SDC_FILE = /design/flow/constraint.sdc
export NUM_CORES = 4
export LEC_CHECK = 1
export CORE_AREA = 10 10 70 70
export DIE_AREA = 0 0 80 80
==> flow/constraint.sdc <==
current_design testBitmap

set clk_period 3.1
set clk_io_pct 0.2

create_clock -name clk0 -period $clk_period

set non_clock_inputs [all_inputs -no_clocks]
set_input_delay [expr $clk_period * $clk_io_pct] -clock clk0 $non_clock_inputs
set_output_delay [expr $clk_period * $clk_io_pct] -clock clk0 [all_outputs]
==> out/qor.yml <==
outcome: "finished clean"
grt_max_degree: 20
track_usage_pct: 7.09
comb_area_um2: 692
min_period_over_period_pct: 95.4
holdPathStages: 4
ant_nets: 0
die-height_um: 80
synth_warnings: 1
drt_iter0_drc: 72
rows: 21
n_sequential_cell: 0
initCoreUtil_pct: 20.6
fill_cells: 358
diodes: 0
nClkBuffers: 0
core_um2: 3420
place.gp.congestion: 0.921
finalSetupTns_ps: 0
hp-class: "in -> out"
worst_slack_ps: 143
ys_cells: 98
drv_cap: 0
crit_type: "in -> out"
area_delta_synth_final_pct: 59.5
dpl.hpwl_mm: 1.75
path_max_fanout: 9
yosys-stat-area_um2: 704
grt_pass1_wl_mm: 3.92
flop_area_um2: 0
fin_util_pct: 32.9
avgViaCountPerCell: 5.02
p_per_area_nw_per_um2: 124
die-area_um2: 6400
maxSlewViolCount: 0
ys_seq_share_pct: 0
ir_worst_vdd_mv: 0.0628
fin_crit_ps: 2960
slew_headroom_pct: 72.6
cts_hold_buf: 0
max_freq_mhz: 338
grt_remaining_overflow: 0
hold_path_end: "out"
hp-start: "xin[3]"
finalSetupViolations: 0
syn_inst: 98
netlist_area_um2: 704
syn_area_per_cell_um2: 7.19
cp-end-kind: "output pin"
finalHoldViolations: 0
grt_pass1_vias: 840
antenna_found_initial: 0
drive_above_1_share_pct: 35.6
startpoint_type: "input port"
warnings: 37
critical_path_required_ps: 2480
post_drt_wl_per_cell_um: 13.2
leakagePower_uw: 0.000445
worstPathArrival_ps: 2340
drc_errors: 0
port_buffers: 12
drt_wl_total_mm: 2.35
die_x_um: 80
io_pins: 12
dr.pass1.iters: 4
worst_slew_pin_slew_ps: 411
stdcell_count: 178
synthDistinctLibCells: 41
vias: 894
placed_cells: 177
pre_cts_ws_ps: -508
## worst max-delay path, cell delays in order
cell	delay (ps)
dlygate4sd2_1	360
buf_4	230
a311o_1	380
a21oi_1	170
a311oi_2	70
o32ai_2	270
o211ai_1	110
buf_2	130
## worst max-delay path by stage
stage | from | end | slack [ps]
CTS | yin[0] | out | 10
global route | yin[3] | out | -0.1
finish | animState | out | 140
## report_power, final
| group | internal [uW] | switching [uW] | total, uW |
|---|---|---|---|
| logic | 71.5 | 67.6 | 139 |
| registers | 0 | 0 | 0 |
| clock network | 0 | 0 | 0 |
## metrics by stage
step / total power, uW / hold slack (ps) / instance area [um^2]
final: 139 / 2020 / 1120
after floorplan: 64.7 / 1350 / 704
after global placement: 127 / 2320 / 1050
after detailed placement: 127 / 2310 / 1050
after CTS: 130 / 2030 / 1070
after global routing: 152 / 2080 / 1120
## Yosys cell counts, types with 2 or more instances
cell	count	area, um^2
inv_1	8	30.0
ha_1	7	87.6
o21ai_0	7	35.0
nor2_1	5	18.8
o211ai_1	5	37.5
buf_2	4	20.0
nand2_1	4	15.0
a21oi_1	3	15.0
a311oi_1	3	26.3
nand2b_1	3	18.8
nor2b_1	3	18.8
nor3_1	3	15.0
nor3b_1	3	22.5
or3b_1	3	26.3
a2111oi_0	2	17.5
a211oi_1	2	15.0
a31oi_1	2	12.5
a32oi_1	2	17.5
and2_1	2	12.5
buf_4	2	15.0
buf_6	2	22.5
mux2i_1	2	20.0
nor4b_1	2	17.5
o21ai_1	2	10.0
## cell type report
cell class                 count  area share [%]
inverter                       8            2.67
multi-input combinational     81            61.6
tap                           46            5.12
timing repair buffer          43            30.6
## cells by family (layout without fill, tap and decap cells)
kind of cell / Yosys count / count (layout) / synth area share [%]
AND-OR/OR-AND: 36 / 36 / 37.7
AND/OR/NAND/NOR: 33 / 33 / 29.1
XOR/XNOR: 1 / 1 / 1.24
buffers and inverters: 17 / 51 / 13.0
multiplexers: 4 / 4 / 6.57
adder cells (fa/ha/maj): 7 / 7 / 12.4
## placed cells by master (no fill, tap or decap), types with 4 or more instances in the layout
cell	n
o211ai_1	5
nor2_1	5
o21ai_0	7
dlygate4sd2_1	5
buf_4	31
clkdlybuf4s50_1	5
ha_1	4
nand2_1	4
inv_1	6
## what timing repair did
item / in CTS / in global routing
pin swaps: 7 / 3
setup buffers: 0 / 1
endpoints found under the setup margin: 1 / 1
resized: 19 / 7
## per-layer routing
metal	wire length, um	GRT usage [%]	vias to the layer above
met3	84	0.682	0
met2	1050	10.9	18
li1	-	-	448
met4	0	0.352	0
met1	1220	10.7	428
met5	0	0	-
Power is estimated from default activity; no workload was simulated.
